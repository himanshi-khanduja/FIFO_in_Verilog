==> flow/design.v <==
module fifo_sync  
#( 
    parameter DATA_WIDTH = 8,  
    parameter DEPTH = 16      
)
(
    input wire clk,                 
    input wire rst,                
    input wire write_enable,        
    input wire read_enable,           
    input wire [DATA_WIDTH-1:0] din,   
    output wire [DATA_WIDTH-1:0] dout, 
    output wire empty,                
    output wire full                  
);
    reg [DATA_WIDTH-1:0] fifo_mem [0:DEPTH-1]; 
    reg [4:0] write_pointer = 0;               
    reg [4:0] read_pointer = 0;                
    reg [4:0] fifo_count = 0;                  
    always @(posedge clk or posedge rst) begin 
        if (rst) begin
            write_pointer <= 0; 
        end else if (write_enable && !full) begin 
            fifo_mem[write_pointer] <= din;  
            write_pointer <= write_pointer + 1;  
        end
    end
    always @(posedge clk or posedge rst) begin 
        if (rst) begin
            read_pointer <= 0; 
        end else if (read_enable && !empty) begin
            read_pointer <= read_pointer + 1;  
        end
    end
    assign dout = fifo_mem[read_pointer]; 
    always @(posedge clk or posedge rst) begin 
        if (rst) begin
            fifo_count <= 0;
        end else begin
            case ({write_enable && !full, read_enable && !empty})
                2'b01: fifo_count <= fifo_count - 1;  
                2'b10: fifo_count <= fifo_count + 1;  
                default: fifo_count <= fifo_count;    
            endcase
        end 
    end
    assign full = (fifo_count == DEPTH); 
    assign empty = (fifo_count == 0); 
endmodule
==> flow/run.sh <==
#!/bin/bash
# OpenROAD 26Q1-2900-gdf79404cd8, Yosys 0.63+post, stock flow scripts
make -C /OpenROAD-flow-scripts/flow DESIGN_CONFIG=/design/flow/config.mk WORK_HOME=/design/flow/orfs finish
==> flow/config.mk <==
export PLATFORM = sky130hd
export DESIGN_NAME = fifo_sync
export DESIGN_NICKNAME = fifo_sync
export VERILOG_FILES = /design/flow/design.v
export SDC_FILE = /design/flow/constraint.sdc
export NUM_CORES = 4
export LEC_CHECK = 1
export CORE_UTILIZATION = 30
==> flow/constraint.sdc <==
current_design fifo_sync

set clk_period 3.6
set clk_io_pct 0.2

create_clock -name clk0 -period $clk_period [get_ports {clk}]

set non_clock_inputs [all_inputs -no_clocks]
set_input_delay [expr $clk_period * $clk_io_pct] -clock clk0 $non_clock_inputs
set_output_delay [expr $clk_period * $clk_io_pct] -clock clk0 [all_outputs]
==> impl_metrics.json <==
{
  "run_status": "complete, no violations",
  "worst_slack_ns": 0.138,
  "pre_cts_slack_ns": 0.307,
  "routed-via-count": 3443,
  "power.leakage_nw": 2.37,
  "critPathCaptureType": "primary output",
  "grt_setup_unrepaired": "false",
  "worstPathArrival_ns": 2.74,
  "path_cells": "ha_2, a22o_1, a221oi_1, o221ai_1, o32a_1, clkdlybuf4s50_1",
  "report.final.setup_viol": 0,
  "flow.area_growth_from_synthesis_pct": 20.9,
  "dp_hpwl_mm": 8.21,
  "finalWeightedCongestion": 0.875,
  "dominantRegCellSynth": "sky130_fd_sc_hd__edfxtp_1",
  "final_min_period_over_clock_period": 0.962,
  "antenna_cells": 0,
  "worst-path-buf-inv": 1,
  "worstSkewPairLatency_ns": 0.41,
  "grt_antenna_before_repair": 0,
  "crit_path_start_kind": "flip-flop",
  "max_cap_violations": 0,
  "critical-path-slowest-cell": "sky130_fd_sc_hd__dfrtp_2",
  "edf_count": 128,
  "fin_skew_ns": 0.00762,
  "die_width_um": 141,
  "top_level_ports": 22,
  "drive_above_1_share": 0.161,
  "cts.sink_count": 141,
  "first_iter_violations": 164,
  "clock_buffers_created_by_tritoncts": 17,
  "core_region_area_um2": 18800,
  "ys_chip_area_um2": 5780,
  "final_number_of_hold_violating_endpoints": 0,
  "timing.critical_path.slowest_cell_delay_ns": 0.46,
  "cts_post_setup_buffers_inserted": 0,
  "vdd_drop_max_uv": 386,
  "finalWorstPathRequiredPeriod_ns": 3.46,
  "power.density_nw_per_um2": 809,
  "syn-cell-area_um2": 5780,
  "first_pass_iters": 7,
  "yosys-stat-cells": 389,
  "clock_tree_from_tritoncts": "yes",
  "grt_pass1_vias": 3571,
  "path_delay_family": "AND-OR/OR-AND gates",
  "timing.max_slew.rel_slack": 0.579,
  "clock_tree.buffer_depth": 2,
  "setup.worst_path.class": "reg -> out",
  "clock_root_cell": "sky130_fd_sc_hd__clkbuf_16",
  "synth.distinct_cells": 47,
  "hold_buffers": 0,
  "track_usage": 0.139,
  "fin_area_um2": 6990,
  "placementRows": 50,
  "clk_pin_slew_worst_paths_ns": 0.06,
  "avgViaCountPerCell": 5.06,
  "cts.htree.levels": 4,
  "synth_flop_count": 141,
  "cell_area_after_placement_um2": 6370,
  "crit_fanout": 17,
  "min-delay-path-class": "reg -> reg",
  "final_routed_wirelength_mm": 12.2,
  "tool_warnings": 32,
  "first_pass_grt_wire_length_mm": 19.5,
  "drc": 0,
  "grt_start_max_net_pins": 27,
  "async_flop_share": 0.0922,
  "drt.antenna.violating_nets": 0,
  "fmax_mhz": 289,
  "postSynthSeqShare": 0.721,
  "syn_inst": 389,
  "slew_viol_final": 0,
  "design.die.area_um2": 19800,
  "yosys_warnings": 2,
  "initCoreUtil": 0.308,
  "overflow": 0,
  "die_height_um": 141,
  "port_buffers": 21,
  "synth_area_per_cell_um2": 14.9,
  "worst-slew-pin-transition_ns": 0.629,
  "timing.setup.tns_ns": 0,
  "detail_route.wl_per_cell_um": 18.0,
  "required_ns": 2.88
}
## state kept, by name, summed over array words and instances (netlist names)
register and count:
fifo_count 5, write_pointer 4, fifo_mem 128, read_pointer 4
## area by class of cell
cell class                      instances  area (um2)
Fill cell                            1688       11800
Sequential cell                       141        4170
Multi-Input combinational cell        215        1500
Clock buffer                           17         425
Timing Repair Buffer                   48         413
Tap cell                              234         293
Clock inverter                         15         141
Inverter                               11        41.3
## metal layers
metal / part of all wire / GRT usage / up-vias
li1: - / - / 1614
met1: 0.43 / 0.194 / 1685
met2: 0.45 / 0.204 / 137
met3: 0.11 / 0.0779 / 7
met4: 0.0084 / 0.0137 / 0
met5: 0 / 0 / -
## worst paths after layout
path	from	slack, ns	cells past startpoint	to
worst max-delay path	read_pointer[0]	0.14	6	dout[4]
worst min-delay path	fifo_count[4]	0.54	1	fifo_count[4]
worst max register to register	fifo_count[0]	0.83	11	fifo_count[4]
worst min register to register	fifo_count[4]	0.54	1	fifo_count[4]
max in group asynchronous	rst	2.54	2	read_pointer[2]
min in group asynchronous	rst	0.66	2	fifo_count[1]
## cell usage in the layout, fill, tap and decap left out, types with 2 or more instances in the layout
cell type                         count
sky130_fd_sc_hd__inv_8                6
sky130_fd_sc_hd__a22o_1               9
sky130_fd_sc_hd__xnor2_1              9
sky130_fd_sc_hd__nor2b_1              4
sky130_fd_sc_hd__a22oi_1              9
sky130_fd_sc_hd__edfxtp_1           128
sky130_fd_sc_hd__ha_1                 9
sky130_fd_sc_hd__o221ai_1             2
sky130_fd_sc_hd__a221oi_1            15
sky130_fd_sc_hd__a21oi_1             15
sky130_fd_sc_hd__o21ai_1              3
sky130_fd_sc_hd__o21ai_0             11
sky130_fd_sc_hd__nor3_1               7
sky130_fd_sc_hd__inv_1               10
sky130_fd_sc_hd__nand2_1             29
sky130_fd_sc_hd__nand3_1              8
sky130_fd_sc_hd__ha_4                 3
sky130_fd_sc_hd__and2_1               4
sky130_fd_sc_hd__nand4_1              7
sky130_fd_sc_hd__mux2i_1              8
sky130_fd_sc_hd__a32oi_1              3
sky130_fd_sc_hd__nor2_1              25
sky130_fd_sc_hd__buf_4               27
sky130_fd_sc_hd__clkdlybuf4s50_1     21
sky130_fd_sc_hd__a222oi_1             4
sky130_fd_sc_hd__o32a_1               6
sky130_fd_sc_hd__nand2b_1             3
sky130_fd_sc_hd__dfrtp_1             10
sky130_fd_sc_hd__a31oi_1              3
sky130_fd_sc_hd__clkbuf_16           17
sky130_fd_sc_hd__dfrtp_2              3
sky130_fd_sc_hd__inv_6                6
## power breakdown
part / leakage (nW) / switching (mW) / total [mW] / internal [mW]
clock: 0.281 / 0.728 / 1.65 / 0.921
combinational: 0.781 / 1.02 / 1.93 / 0.904
sequential: 1.30 / 0.135 / 2.08 / 1.94
## per-stage QoR
step / hold WS [ns] / util / power (mW) / cells
floorplan: 0.489 / - / 3.26 / 389
global placement: 0.527 / 0.339 / 3.95 / 649
detailed placement: 0.528 / 0.339 / 3.98 / 649
CTS: 0.538 / 0.370 / 5.64 / 681
global route: 0.567 / 0.372 / 6.00 / 681
finish: 0.540 / 0.372 / 5.65 / 681
## logic make-up after synthesis
kind of cell / Yosys count / synth area share
adders and majority gates: 14 / 0.0316
and+or+nand+nor: 96 / 0.0790
AOI/OAI and AO/OA: 87 / 0.112
xor gates and xnor gates: 10 / 0.0152
muxes: 8 / 0.0139
DFF: 141 / 0.721
buffers and inverters: 33 / 0.0268
## cells in the mapped netlist, types with 6 or more instances
| cell type | count | area share |
|---|---|---|
| sky130_fd_sc_hd__edfxtp_1 | 128 | 0.67 |
| sky130_fd_sc_hd__nand2_1 | 29 | 0.019 |
| sky130_fd_sc_hd__nor2_1 | 25 | 0.016 |
| sky130_fd_sc_hd__a21oi_1 | 15 | 0.013 |
| sky130_fd_sc_hd__a221oi_1 | 15 | 0.023 |
| sky130_fd_sc_hd__dfrtp_1 | 13 | 0.056 |
| sky130_fd_sc_hd__ha_1 | 13 | 0.028 |
| sky130_fd_sc_hd__o21ai_0 | 11 | 0.0095 |
| sky130_fd_sc_hd__inv_1 | 10 | 0.0065 |
| sky130_fd_sc_hd__a22o_1 | 9 | 0.014 |
| sky130_fd_sc_hd__a22oi_1 | 9 | 0.012 |
| sky130_fd_sc_hd__xnor2_1 | 9 | 0.014 |
| sky130_fd_sc_hd__mux2i_1 | 8 | 0.014 |
| sky130_fd_sc_hd__nand3_1 | 8 | 0.0069 |
| sky130_fd_sc_hd__buf_2 | 7 | 0.0061 |
| sky130_fd_sc_hd__nand4_1 | 7 | 0.0076 |
| sky130_fd_sc_hd__nor3_1 | 7 | 0.0061 |
| sky130_fd_sc_hd__o32a_1 | 6 | 0.010 |
## timing repair
item	CTS	global route
resized	5	7
gates cloned	0	0
endpoints found under the setup margin	8	6
Power and IR drop assume default switching activity.
